## design/flow/config.mk

```make
export PLATFORM = sky130hd
export DESIGN_NAME = scandoubler
export DESIGN_NICKNAME = scandoubler
export VERILOG_FILES = /design/flow/design.v
export SDC_FILE = /design/flow/constraint.sdc
export NUM_CORES = 4
export LEC_CHECK = 1
export CORE_UTILIZATION = 50
```

## design/flow/constraint.sdc

```tcl
current_design scandoubler

set clk_period 2.8
set clk_io_pct 0.2

create_clock -name clk0 -period $clk_period [get_ports {F28}]

set non_clock_inputs [all_inputs -no_clocks]
set_input_delay [expr $clk_period * $clk_io_pct] -clock clk0 $non_clock_inputs
set_output_delay [expr $clk_period * $clk_io_pct] -clock clk0 [all_outputs]
```

## design/flow/design.v

```verilog
module scandoubler(
    input R_IN,
    input G_IN,
    input B_IN,
    input I_IN,
    input KSI_IN,
    input SSI_IN,
    input F14,
    input F14_2,
    output F28o,
    input F28,
    input INVERSE_RGBI,
    input INVERSE_KSI,
    input INVERSE_SSI,
    input INVERSE_F14MHZ,
    input VGA_SCART,
    input SET_FK_IN,
    input SET_FK_OUT,
    output reg R_VGA,
    output reg G_VGA,
    output reg B_VGA,
    output reg [2:0] I_VGA,
    output reg VSYNC_VGA,
    output reg HSYNC_VGA,
    output R_VIDEO,
    output G_VIDEO,
    output B_VIDEO,
    output [2:0] I_VIDEO,
    output A17,
    output reg [16:0] A,
    output reg WE,
    output reg UB,
    output reg LB,
    output OE,
    inout [15:0] D
);
assign F28o = F14 ^ F14_2 ^ INVERSE_F14MHZ;
reg ssi = 0, ksi0 = 0;
wire ksi = ksi0 ^ ~KSI_IN;
reg [7:0] ssi_cnt = 0;
reg [7:0] ssi_len = 0;
always @(posedge F28) begin
    if (SSI_IN == ksi0) begin
        ssi_cnt <= ssi_cnt + 1'b1;
        if (&ssi_cnt)
            ksi0 <= ~ksi0;
        ssi <= 1'b0;
    end
    else if (|ssi_cnt) begin
        ssi_len <= ssi_cnt;
        ssi_cnt <= 0;
        ssi <= 1'b1;
    end
    else begin
        ssi <= 1'b0;
    end
end
reg [11:0] hcnt_in = 0;
reg [11:0] hlen = 0;
reg even_line = 0;
always @(posedge F28) begin
    if (ssi) begin
        even_line <= !even_line;
        hlen <= hcnt_in;
        hcnt_in <= 0;
    end
    else begin
        hcnt_in <= hcnt_in + 1'b1;
    end
end
reg [10:0] hcnt_vga = 0;
always @(posedge F28) begin
    if (hcnt_vga == hlen[11:1] || ssi)
        hcnt_vga <= 0;
    else
        hcnt_vga <= hcnt_vga + 1'b1;
end
assign A17 = 1'b0;
assign OE = 1'b0;
wire write_pixel = ~hcnt_in[0];
reg [3:0] ibgr_reg1, ibgr_reg2, ibgr_in;
always @(posedge F28) begin
    WE <= ~write_pixel;
    LB <= write_pixel?  hcnt_in[1] : 1'b0;
    UB <= write_pixel? ~hcnt_in[1] : 1'b0;
    A[16:0] <= write_pixel?
        {{6{1'b0}}, ~even_line, hcnt_in[11:2]} :
        {{6{1'b0}},  even_line, hcnt_vga[10:1]} ;
    ibgr_in = {4{~INVERSE_RGBI}} ^ {I_IN, B_IN, G_IN, R_IN};
    if (write_pixel) begin
        ibgr_reg1 <= D[3:0];
        ibgr_reg2 <= D[11:8];
    end
    else begin
        ibgr_reg1 <= ibgr_reg2;
    end
end
assign D[15:0] = !write_pixel?
    {{4{1'b0}}, ibgr_in, {4{1'b0}}, ibgr_in} :
    {16{1'bz}} ;
wire HBLANK_VGA = (hcnt_vga < (ssi_len[7:1]+ssi_len[7:2]));
always @(posedge F28) begin
    VSYNC_VGA <= ~INVERSE_KSI ^ ksi;
    HSYNC_VGA <= ~INVERSE_SSI ^ (hcnt_vga < ssi_len[7:1]);
    R_VGA     <= !HBLANK_VGA && (ibgr_reg1[0]               );
    G_VGA     <= !HBLANK_VGA && (ibgr_reg1[1]               );
    B_VGA     <= !HBLANK_VGA && (ibgr_reg1[2]               );
    I_VGA[0]  <= !HBLANK_VGA && (ibgr_reg1[0] & ibgr_reg1[3]);
    I_VGA[1]  <= !HBLANK_VGA && (ibgr_reg1[1] & ibgr_reg1[3]);
    I_VGA[2]  <= !HBLANK_VGA && (ibgr_reg1[2] & ibgr_reg1[3]);
end
assign R_VIDEO    = R_IN ^ ~INVERSE_RGBI;
assign G_VIDEO    = G_IN ^ ~INVERSE_RGBI;
assign B_VIDEO    = B_IN ^ ~INVERSE_RGBI;
assign I_VIDEO[0] = I_IN ^ ~INVERSE_RGBI;
assign I_VIDEO[1] = I_IN ^ ~INVERSE_RGBI;
assign I_VIDEO[2] = I_IN ^ ~INVERSE_RGBI;
endmodule
```

## design/flow/run.sh

```bash
#!/bin/bash
# OpenROAD 26Q1-2900-gdf79404cd8, Yosys 0.63+post, stock flow scripts
make -C /OpenROAD-flow-scripts/flow DESIGN_CONFIG=/design/flow/config.mk WORK_HOME=/design/flow/orfs finish
```

==> impl_metrics.toml <==
# physical design summary
[die]
die_h_um = 90.5
ios = 69
rows = 31
die_x_um = 90.5
fp-utilization_pct = 52.9

[yosys]
synth.yosys.warnings = 2
edf_count = 32
synth_cell_types = 39
topCellsByArea = "dfxtp_1 28%, edfxtp_1 25%, ha_1 8.0%"
ys_top_cells_by_count = "54 x dfxtp_1, 35 x nor2_1, 32 x edfxtp_1, 30 x xnor2_1, 25 x ha_1"
syn_inst = 355
yosysTopAreaCell = "dfxtp_1"
ys_cells = 355
top_area_share_pct = 27.6
synth-main-ff-cell = "dfxtp_1"
synthArstFlopShare_pct = 0
syn-cell-area_um2 = 3920
syn_area_per_cell_um2 = 11.0
ys.flops = 86
ys_seq_share_pct = 52.1
yosysChipArea_um2 = 3920
most_common_cell = "dfxtp_1"

[outcome]
error = "[error] [KeplerFormal.cpp:679] Workflow failed: Iso has multiple drivers: .D0, D[0]$_DFF_P_.Q0"
outcome = "stopped before the end"
haltStage = "4_1_cts"

[clock_network]
cts.sinks = 86
post_cts_resized = 0
cts-root-buf = "clkbuf_8"
clockBufferDepth = 2
cts_max_level = 3
cts_hold_buf = 0
cts_buffers = 9
cts_setup_buffers = 0

[placed_design]
placed_cells_incl_taps = 486
dp.final_hpwl_um = 4580
portBuffers = 41
gp_congestion = 0.801
logic make-up after synthesis:
kind of cell | share of synthesized area [%]
xor+xnor | 11.2
compound gates | 4.82
simple gates | 12.9
flops | 52.1
other cells | 0.0958
mux | 3.45
buf+inv | 6.87
fa+ha+maj | 8.50
metrics by stage:
step	area, um2	worst slack (ns)	total power [uW]	hold WS [ns]
after floorplan	3970	0.217	2740	0.406
after detailed placement	4350	0.0640	3150	0.427
after global placement	4350	0.0835	3140	0.428
Power is estimated from default activity; no workload was simulated.
